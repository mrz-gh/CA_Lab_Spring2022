==> /design/flow/design.v <==
module Data_Memory (
	clk,
	rst,
	MEM_W_EN,
	MEM_R_EN,
	Data_addr,
	Data_in,
	Data_out
);
	input clk, rst;
	input MEM_W_EN;
	input MEM_R_EN;
	input [31:0] Data_addr;
	input [31:0] Data_in;
	output [31:0] Data_out;
	integer i;
	reg [31:0] memory [0:63];
	wire [31:0] Decoded_Addr;
	wire [31:0] Memory_addr;
	assign Decoded_Addr = (Data_addr - 32'd1024);
	assign Memory_addr = {2'b0 , Decoded_Addr[31:2]};
	assign Data_out =  MEM_R_EN ? memory[Memory_addr] : 32'bz;
	always @(posedge clk, posedge rst) begin
		if (rst) 
			for(i = 0; i <= 63; i = i + 1) begin
				memory[i] = 32'b0;
			end
		else if(MEM_W_EN)
			memory[Memory_addr] = Data_in; 
	end
endmodule
module MemAccessStage (
    clk,
    rst,
    MEMread,
    MEMwrite,
    address,
    data,
    MEM_result
);
    input clk, rst;
    input MEMread, MEMwrite;
    input [31:0] address, data;
    output [31:0] MEM_result;
    Data_Memory DM (
        .clk(clk),
        .rst(rst),
        .MEM_W_EN(MEMwrite),
        .MEM_R_EN(MEMread),
        .Data_addr(address),
        .Data_in(data),
        .Data_out(MEM_result)
    );
endmodule
==> /design/flow/run.sh <==
#!/bin/bash
# OpenROAD 26Q1-2900-gdf79404cd8, Yosys 0.63+post, stock flow scripts
make -C /OpenROAD-flow-scripts/flow DESIGN_CONFIG=/design/flow/config.mk WORK_HOME=/design/flow/orfs finish
==> /design/flow/config.mk <==
export PLATFORM = sky130hd
export DESIGN_NAME = MemAccessStage
export DESIGN_NICKNAME = MemAccessStage
export VERILOG_FILES = /design/flow/design.v
export SDC_FILE = /design/flow/constraint.sdc
export NUM_CORES = 4
export LEC_CHECK = 1
export CORE_UTILIZATION = 40
==> /design/flow/constraint.sdc <==
current_design MemAccessStage

set clk_period 7.8
set clk_io_pct 0.2

create_clock -name clk0 -period $clk_period [get_ports {clk}]

set non_clock_inputs [all_inputs -no_clocks]
set_input_delay [expr $clk_period * $clk_io_pct] -clock clk0 $non_clock_inputs
set_output_delay [expr $clk_period * $clk_io_pct] -clock clk0 [all_outputs]
==> out/qor.csv <==
metric,value,unit
ys_area,89680,sq um
tns,0,ns
vdd_drop_max,0.0002023,V
worstPathRequired,6.24,ns
hold_violations,0,
fin_crit,7.236,ns
r2r_start,DM.memory[21][30],
fin_util,46.34,%
hold_class,reg -> reg,
layout_top_cell,mux2_2,
antenna_found_initial,36,
grt_overflow,0,
largest_area_cell,dfrtp_1,
crit_arrival,5.68,ns
grt_pass1_vias,63340,
drt-vias-per-instance,6.557,
edf_count,0,
syn_avg_cell_area,13.64,sq um
finalCritPeriodShare,92.77,%
reg2reg_to,DM.memory[21][30],
tool_warnings,114,
ys_cells,6577,
skew,0,ns
clockRootBuffer,clkbuf_16,
cts_resized,0,
port-buffer-count,72,
cts_buffers,213,
synthToLayoutAreaGrowth,14.98,%
cp-start-kind,primary input,
yosysWarningCount,3,
layout-drive-gt1-share,44.41,%
worstHoldPathCells,1,
crit_start,address[5],
die_x,475.5,microns
drtIter0Drc,5966,
ys_async_sr_fraction,100.0,%
r2r_slack,6.96,ns
clkSinkCount,2048,
dr.pass1.iters,6,
io_pins,100,
rsz0062_at_grt,false,
lay_top_cells,"mux2_2 (2069), dfrtp_1 (2048), a22oi_1 (751)",
setup_viol_count_final,0,
drc_errors,0,
fmax,0.1382,GHz
leakagePower,47.65,nW
route.vias.total,64149,
r2r_cells,1,
synthTopCellsByArea,"dfrtp_1 (57%), mux2_2 (26%), a22oi_1 (6.3%), clkbuf_1 (1.4%), buf_2 (1.1%)",
rows,173,
syn_area,89680,sq um
synth.top_cell.area_share,57.14,%
largest_register_ffs,2048,
maxCapViolCount,0,
relSlewSlack,20.18,%
outcome,finished clean,
synthDistinctLibCells,69,
dp.final_hpwl,238.1,mm
crit_path_end_kind,primary output,
grt_pass1_wl,545.8,mm
cts_tree,done,
clk_latency,0.87,ns
cp-endpoint,MEM_result[21],
postSynthSeqShare,57.14,%
tightest_slew,1.187,ns
syn_inst,6577,
drt-total-wl,400.3,mm
routedWlPerCell,40.92,microns
synth-seq-cells,2048,
htree_levels,4,
gp_congestion,0.9838,
core_area,222500,sq um
ant_nets,0,
p_per_area,252.6,nW/um^2
clockBufferDepth,3,
die_area,226100,sq um
final-max-slew-violation-count,0,
initial_core_util,40.30,%
clk_pin_slew,0.06,ns
worst-path-max-fanout,21,
track_usage,37.46,%
synthFlopType,dfrtp_1,
die_y,475.5,microns
hold_buffers,0,
crit_type,in -> out,
post_cts_buffers,0,
grt_max_degree,127,
[cell usage after synthesis (39+ instances only)]
master    number
nor4_1        51
and3_1       113
a22o_1        43
a22oi_1      751
mux2_2      2069
nor3_1        39
nand2_1       97
mux2i_1       50
clkbuf_1     331
nand3_1       67
nand4_1      147
buf_1        127
buf_2        194
a21oi_1       51
dfrtp_1     2048
nor2_1       123
[kinds of logic after synthesis]
kind of cell / count (synthesis) / synth area share, %
AOI/OAI and AO/OA: 1012 / 8.555
buffers and inverters: 675 / 3.188
DFF: 2048 / 57.14
muxes: 2132 / 26.70
and+or+nand+nor: 710 / 4.413
[routing by layer]
metal	part of all wire [%]	GRT usage (%)
met5	0.19	1.493
met1	35	46.64
met3	16	22.98
met4	7.9	22.43
met2	41	49.80
[layout make-up]
type,instances,area [sq um]
Antenna cell,23,57.56
Fill cell,19244,119400
Timing Repair Buffer,482,4264
Inverter,8,33.78
Tap cell,2975,3722
Sequential cell,2048,51250
Clock buffer,330,6504
Multi-Input combinational cell,3854,36550
Clock inverter,64,735.7
[how the worst min path moves through the flow]
stage                     from               end  slack, ns
CTS           DM.memory[31][0]  DM.memory[31][0]       0.49
global route  DM.memory[21][1]  DM.memory[21][1]       0.50
finish        DM.memory[31][0]  DM.memory[31][0]       0.49
[stage by stage]
stage / power (mW) / cell area (sq um) / hold slack (ns) / worst slack [ns] / cells
2_1_floorplan: 14.93 / 89690 / 0.4538 / -22.20 / 6577
3_3_place_gp: 15.54 / 95820 / 0.4677 / 0.6725 / 9367
3_5_place_dp: 15.69 / 95820 / 0.4758 / 0.6717 / 9367
4_1_cts: 26.07 / 103100 / 0.4884 / 0.6420 / 9761
5_1_grt: 26.90 / 103100 / 0.5027 / 0.5579 / 9767
6_report: 26.04 / 103100 / 0.4868 / 0.5641 / 9784
[critical path, cell delays in order]
cell and delay, ns:
buf_2 0.36, buf_4 0.43, or4b_1 0.54, nor2_4 0.13, buf_4 0.36, a2111oi_0 0.57
buf_4 0.20, nand3_1 0.06, nor4_1 0.60, buf_4 0.22, a31oi_1 0.15, clkdlybuf4s50_1 0.44
[power breakdown]
group | total, mW | internal [mW] | switching [mW] | leakage [nW]
combinational | 2.66 | 1.40 | 1.27 | 17.1
clock | 10.5 | 6.03 | 4.46 | 3.57
sequential | 12.9 | 12.2 | 0.744 | 26.9
total | 26.0 | 19.6 | 6.46 | 47.6
Power is estimated from default activity; no workload was simulated.
